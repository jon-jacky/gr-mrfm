$ cat flow/run.sh
#!/bin/bash
# OpenROAD 26Q1-2900-gdf79404cd8, Yosys 0.63+post, stock flow scripts
make -C /OpenROAD-flow-scripts/flow DESIGN_CONFIG=/design/flow/config.mk WORK_HOME=/design/flow/orfs finish
$ cat flow/config.mk
export PLATFORM = sky130hd
export DESIGN_NAME = ram24
export DESIGN_NICKNAME = ram24
export VERILOG_FILES = /design/flow/design.v
export SDC_FILE = /design/flow/constraint.sdc
export NUM_CORES = 4
export LEC_CHECK = 1
export CORE_UTILIZATION = 40
$ cat flow/design.v
module ram24 (input clock, input write, 
	      input [3:0] wr_addr, input [23:0] wr_data,
	      input [3:0] rd_addr, output reg [23:0] rd_data);
   reg [23:0] 		ram_array [0:15];
   always @(posedge clock)
     rd_data <= #1 ram_array[rd_addr];
   always @(posedge clock)
     if(write)
       ram_array[wr_addr] <= #1 wr_data;
endmodule  
$ cat flow/constraint.sdc
current_design ram24

set clk_period 4.8
set clk_io_pct 0.2

create_clock -name clk0 -period $clk_period [get_ports {clock}]

set non_clock_inputs [all_inputs -no_clocks]
set_input_delay [expr $clk_period * $clk_io_pct] -clock clk0 $non_clock_inputs
set_output_delay [expr $clk_period * $clk_io_pct] -clock clk0 [all_outputs]
==> reports/summary.txt <==
Status -> finished clean
Worst slew margin -> 47.2%
Drt via density -> 5.54
Clk ins delay skew pair -> 540 ps
Yosys warnings -> 1
Row cnt -> 70
Hold Vio Cnt, Final -> 0
Pwr Total -> 7.57 mW
Main flop type -> edfxtp_1
MaxCap Viol Count -> 0
Post-synth ARST share -> 0%
CTS buffer count -> 40
Cell taking the most area after synthesis -> edfxtp_1
Worst Path Required -> 5010 ps
Post-DP HPWL -> 15.8 mm
Cell with the most instances after synthesis -> edfxtp_1
Crit Reg-Reg Endpoint -> rd_data[21]
IO buf count -> 57
Post-route DRC -> 0
Tcrit/Tclk final -> 53.8%
First-pass GRT wire length -> 46.1 mm
Seq share, synth -> 80.4%
Mapped Cells -> 636
All-Layer GR Usage -> 18.1%
Clock Sink Count -> 408
TNS Setup -> 0 ps
Clock skew -> 18.2 ps
Reg2reg setup slack -> 3380 ps
Max Fanout on Critical Path -> 14
Log Warnings -> 25
CP arrival -> 2790 ps
Core footprint -> 36700 um^2
Final min period -> 2580 ps
CTS resizes -> 0
1st-iter DRT viols -> 313
Synthesized area per cell -> 23.5 um^2
Worst path cell trace -> clkdlybuf4s50_1 > nand2_1 > nor2_2 > buf_4
Starting Density -> 40.7%
CTS root buffer -> clkbuf_16
Worst r2r src -> ram_array[11][21]
Initial antenna violation count -> 0
Final wirelength -> 30.1 mm
Detail Route Antenna Nets -> 0
H-tree depth -> 2
Die Wd -> 195 um
Top cells by count, synth -> 384 x edfxtp_1, 96 x mux4_2, 48 x a22oi_1, 25 x nand2_1, 24 x dfxtp_1
Unrepaired setup endpoints after global routing -> no
Worst vdd ir -> 271 uV
Largest net degree at the start of global routing -> 57
Number of global-route vias before repair -> 7731
Global route total overflow -> 0
Pre-antenna DRT Iters -> 4
Chip Height -> 195 um
P per Cell Area -> 431 nW/um^2
FMAX -> 0.387 GHz
Depth of the most critical reg-to-reg path -> 3
Avg WL per Cell -> 24.6 um
Worst Tran Pin Value -> 792 ps
Crit end category -> flop
HP Class -> reg -> reg
# hold bufs at CTS -> 0
Ys flops -> 408
Slowest CP cell -> clkdlybuf4s50_1
P_leak -> 5.55 nW
CP startpoint kind -> input port
Count of cell types in the netlist -> 16
Area growth syn-to-layout -> 17.6%
Worst Setup EP -> ram_array[11][1]
Final worst setup slack -> 2220 ps
Yosys stat cell total -> 636
Hold slack -> 674 ps
GP Congestion -> 0.769
Chip area -> 38100 um^2
Crit Path Category -> in -> reg
Area leader share -> 77.2%
Synth Cell Area -> 14900 um^2
CP startpoint -> wr_addr[1]
DR vias -> 6789
Share of layout cells above drive strength 1 -> 26.5%
Max Buffers Root-to-Sink -> 3
Setup Fix Bufs, Post-CTS -> 0
Clock slew at reported path FFs -> 60 ps
Dpl ws -> 1600 ps
CTS tree -> built
Yosys stat area -> 14900 um^2
Cell area leaders -> edfxtp_1 77%, mux4_2 14%, dfxtp_1 3.2%, a22oi_1 2.4%, nand2_1 0.63%
I/O pins -> 58
CP max stage delay -> 640 ps
Number of diodes -> 0
Max-slew violations -> 0
Setup Viol. Count Final -> 0
EDFF count, synth -> 384
cell type report:
cell class / instances / area (um^2)
multi-input cells: 195 / 2800
well taps: 468 / 586
flip-flops and latches: 408 / 12000
clock inverters: 25 / 287
repair buffers: 81 / 800
clock buffers: 49 / 1080
fillers: 2867 / 19100
through the flow:
step,area [um^2],utilization [%],instances
floorplan,14900,-,636
global placement,16200,44.1,1152
detailed placement,16200,44.1,1152
CTS,17600,47.9,1226
global route,17600,47.9,1226
finish,17600,47.9,1226
registers in the layout (all words and copies together) (netlist names):
register	count
rd_data	24
ram_array	384
worst min-delay path by stage:
stage / from / to / slack (ps) / cells after the start
6_report: ram_array[6][23] / rd_data[23] / 670 / 3
4_1_cts: ram_array[6][23] / rd_data[23] / 680 / 3
5_1_grt: ram_array[4][23] / rd_data[23] / 710 / 3
placed cells by master, fill, tap and decap left out:
cell               n
nand2b_1           2
dfxtp_1           24
nor2_2            13
clkinv_4           1
nor3_2             4
bufinv_16          6
clkbuf_1           7
nand2_1           25
clkinv_2           7
clkbuf_16         42
mux4_2            96
buf_6              1
clkinv_1           8
clkinvlp_4         1
or3b_2             1
inv_6              1
nor2b_2            2
and2_1             1
buf_12             4
clkdlybuf4s50_1   55
nand3_1            1
buf_4             21
nand3b_1           2
clkinv_8           1
edfxtp_1         384
a22oi_1           48
worst max-delay path, delay by kind of cell:
kind                   cells  cell delay (ps)
buffers and inverters      2             1040
AND/OR/NAND/NOR            2              790
logic make-up after synthesis:
logic type	Yosys count	synth area share (%)
buffers and inverters	33	1.16
AND/OR/NAND/NOR	51	1.49
AND-OR/OR-AND	48	2.41
multiplexers	96	14.5
flip-flops	408	80.4
layer usage:
| layer | wire length [um] | share of wire [%] | GRT usage (%) |
|---|---|---|---|
| met1 | 10300 | 34 | 22.6 |
| met4 | 587 | 1.9 | 3.15 |
| met5 | 0 | 0 | 0 |
| met3 | 4370 | 15 | 12.2 |
| met2 | 14900 | 49 | 27.8 |
where the power goes:
group          switching, mW  internal [mW]  leakage (nW)
clock                   1.27           1.93         0.666
combinational          0.190          0.178          1.21
sequential            0.0233           3.98          3.67
Power is estimated from default activity; no workload was simulated.
