`design.v`:
```
module shifter24(input wire [49:0] in, output wire [23:0] out, input wire [7:0] shift);
   reg [23:0] quotient, remainder;
   wire [23:0] out_unclipped;
   reg [26:0]  msbs;
   wire        in_range;
   always @*
     case(shift)
       0 : quotient = in[23:0];
       1 : quotient = in[24:1];
       2 : quotient = in[25:2];
       3 : quotient = in[26:3];
       4 : quotient = in[27:4];
       5 : quotient = in[28:5];
       6 : quotient = in[29:6];
       7 : quotient = in[30:7];
       8 : quotient = in[31:8];
       9 : quotient = in[32:9];
       10 : quotient = in[33:10];
       11 : quotient = in[34:11];
       12 : quotient = in[35:12];
       13 : quotient = in[36:13];
       14 : quotient = in[37:14];
       15 : quotient = in[38:15];
       16 : quotient = in[39:16];
       17 : quotient = in[40:17];
       18 : quotient = in[41:18];
       19 : quotient = in[42:19];
       20 : quotient = in[43:20];
       21 : quotient = in[44:21];
       22 : quotient = in[45:22];
       default : quotient = in[23:0];
     endcase  
   always @*
     case(shift)
       0 : remainder = 24'b0;
       1 : remainder = {in[0],23'b0};
       2 : remainder = {in[1:0],22'b0};
       3 : remainder = {in[2:0],21'b0};
       4 : remainder = {in[3:0],20'b0};
       5 : remainder = {in[4:0],19'b0};
       6 : remainder = {in[5:0],18'b0};
       7 : remainder = {in[6:0],17'b0};
       8 : remainder = {in[7:0],16'b0};
       9 : remainder = {in[8:0],15'b0};
       10 : remainder = {in[9:0],14'b0};
       11 : remainder = {in[10:0],13'b0};
       12 : remainder = {in[11:0],12'b0};
       13 : remainder = {in[12:0],11'b0};
       14 : remainder = {in[13:0],10'b0};
       15 : remainder = {in[14:0],9'b0};
       16 : remainder = {in[15:0],8'b0};
       17 : remainder = {in[16:0],7'b0};
       18 : remainder = {in[17:0],6'b0};
       19 : remainder = {in[18:0],5'b0};
       20 : remainder = {in[19:0],4'b0};
       21 : remainder = {in[20:0],3'b0};
       22 : remainder = {in[21:0],2'b0};
       default : remainder = 24'b0;
     endcase  
   always @*
     case(shift)
       0 : msbs = in[49:23];
       1 : msbs = {in[49],in[49:24]};
       2 : msbs = {{2{in[49]}},in[49:25]};
       3 : msbs = {{3{in[49]}},in[49:26]};
       4 : msbs = {{4{in[49]}},in[49:27]};
       5 : msbs = {{5{in[49]}},in[49:28]};
       6 : msbs = {{6{in[49]}},in[49:29]};
       7 : msbs = {{7{in[49]}},in[49:30]};
       8 : msbs = {{8{in[49]}},in[49:31]};
       9 : msbs = {{9{in[49]}},in[49:32]};
       10 : msbs = {{10{in[49]}},in[49:33]};
       11 : msbs = {{11{in[49]}},in[49:34]};
       12 : msbs = {{12{in[49]}},in[49:35]};
       13 : msbs = {{13{in[49]}},in[49:36]};
       14 : msbs = {{14{in[49]}},in[49:37]};
       15 : msbs = {{15{in[49]}},in[49:38]};
       16 : msbs = {{16{in[49]}},in[49:39]};
       17 : msbs = {{17{in[49]}},in[49:40]};
       18 : msbs = {{18{in[49]}},in[49:41]};
       19 : msbs = {{19{in[49]}},in[49:42]};
       20 : msbs = {{20{in[49]}},in[49:43]};
       21 : msbs = {{21{in[49]}},in[49:44]};
       22 : msbs = {{22{in[49]}},in[49:45]};
       default : msbs = in[49:23];
     endcase  
   assign     in_range = &msbs | ~(|msbs);
   assign     out_unclipped = quotient + (in[49] & |remainder);
   assign     out = in_range ? out_unclipped : {in[49],{23{~in[49]}}};
endmodule  
```
`config.mk`:
```
export PLATFORM = sky130hd
export DESIGN_NAME = shifter24
export DESIGN_NICKNAME = shifter24
export VERILOG_FILES = /design/flow/design.v
export SDC_FILE = /design/flow/constraint.sdc
export NUM_CORES = 4
export LEC_CHECK = 1
export CORE_UTILIZATION = 40
```
`run.sh`:
```
#!/bin/bash
# OpenROAD 26Q1-2900-gdf79404cd8, Yosys 0.63+post, stock flow scripts
make -C /OpenROAD-flow-scripts/flow DESIGN_CONFIG=/design/flow/config.mk WORK_HOME=/design/flow/orfs finish
```
`constraint.sdc`:
```
current_design shifter24

set clk_period 26.7
set clk_io_pct 0.2

create_clock -name clk0 -period $clk_period

set non_clock_inputs [all_inputs -no_clocks]
set_input_delay [expr $clk_period * $clk_io_pct] -clock clk0 $non_clock_inputs
set_output_delay [expr $clk_period * $clk_io_pct] -clock clk0 [all_outputs]
```
==> flow_summary.ini <==
; flow metrics
[global_routing]
met1_usage_pct = 65.85
grt.busiest_layer = met2
grt_pass1_wl_microns = 102500
grt_util_met3_pct = 30.30
track_usage_pct = 55.05
grtUsageMet2_pct = 73.66
grt-ovfl-total = 0
antenna_found_initial = 6
grt_start_max_net_pins = 119
grt_pass1_vias = 14318

[clock_tree]
postCtsSetupRepairBufs = 0
cts_resized = 0
cts-hold-fix-buffers = 0

[final_timing]
holdWs_ns = 12.04
worstMarginPinSlew_ns = 1.318
max_freq_mhz = 59.71
maxSlewHeadroom_pct = 11.52
final-max-slew-violation-count = 0
fin_crit_ns = 16.75
tns_ns = 0
period_used_pct = 62.72
setup_viol = 0
hold_viol = 0
rsz0062_at_grt = no

[die]
die_w_microns = 160.3
coreArea_sq_mm = 0.02446
die_h_microns = 160.3
initial_core_util_pct = 40.97
dieArea_sq_mm = 0.02569
rows = 57
ioPinCount = 82

[logic_synthesis]
yosys_warnings = 1
syn_area_sq_mm = 0.01002
top_cell_area_share_pct = 6.492
avgSynthCellArea_sq_um = 6.474
area_leaders = mux2i_1 (6.5%), clkbuf_1 (4.8%), nand2_1 (4.5%), a21oi_1 (4.0%), a22oi_1 (4.0%)
postSynthCellCount = 1548
ys_chip_area_sq_mm = 0.01002
ys_types = 97
synth-cells-yosys = 1548
top_cells_by_count = clkbuf_1 (129), nand2_1 (119), nor2_1 (84)
ys_seq_share_pct = 0
most_common_cell = clkbuf_1
synth_area_leader_cell = mux2i_1

[pwr]
ir_worst_vdd_mv = 0.02139
cellPowerDensity_mw_per_mm2 = 15.38
p_int_uw = 52.47
power.net_switching_uw = 117.1
finalPower_uw = 169.6
p_leak_uw = 0.003298
p_sw_share_pct = 69.06

[setup_path]
arrival_ns = 11.41
cp-end-kind = output pin
cp_max_fo = 30
startpoint_type = input port
cp.required_ns = 21.36
crit_type = input port to output pin

[flow_run]
maxCapViolCount = 0
log.warning_count = 35

[place]
io_buffer_count = 82
gp_congestion = 1.087
hpwl_microns = 44000

[finish]
regArea_sq_um = 0
drive_gt1_share_pct = 12.13
final_core_util_pct = 45.09
comb_area_sq_mm = 0.008960
area_delta_synth_final_pct = 10.05
nClkBuffers = 0
flops = 0
fillCellCount = 2559

[routing]
firstDrtPassIters = 12
drt_iter0_markers = 2888
dr_total_vias = 15392
routed_wl_microns = 71260
vias_per_cell = 8.425
ant_nets = 0
drc_errors = 0
wl_per_cell_microns = 39.00

[worst_hold_path]
hp-class = input port to output pin

[outcome]
status = completed
[power groups by stage]
stage    Sequential (uW)  Combinational, uW  Clock (uW)
4_1_cts                0                157           0
5_1_grt                0                171           0
[metal layers]
layer	part of all wire, %	vias up	routed length [microns]
li1	-	6077	-
met1	34	7007	24430
met2	38	1711	26740
met3	18	591	12770
met4	10	6	7279
met5	0.055	-	39
[cells in the final DEF, fill, tap and decap left out, types with 29 or more instances in the layout]
master and n:
clkdlybuf4s50_1 78, buf_4 105, nor2_1 83, nor3_1 56, nand2_1 119, a221oi_1 29, a31oi_1 32, nand3_1 65
a22oi_1 53, o21ai_0 71, nand4_1 48, a22o_1 32, mux2i_1 65, nand3b_1 41, a21oi_1 80
[critical path: stages]
cell and delay, ns:
clkdlybuf4s50_1 0.39, buf_4 0.23, nor4_4 0.27, buf_4 0.39
nand2_1 0.60, nor2_1 1.00, o21ai_0 0.22, nand4_1 0.18
a311oi_1 0.06, nand3_1 0.11, nor4_1 0.05, a21oi_1 0.17
ha_1 0.22, inv_1 0.06, a221oi_2 0.29, o2111ai_2 0.35
nor3_2 0.41, nand4b_1 0.18, xnor2_1 0.15, mux2_1 0.29
clkdlybuf4s50_1 0.41
[kinds of logic (layout without fill, tap and decap cells)]
family / count (synthesis) / after routing / share of synthesized area (%)
multiplexers: 93 / 93 / 9.975
buffers and inverters: 250 / 202 / 10.82
AND-OR/OR-AND: 581 / 581 / 43.21
XOR/XNOR: 25 / 25 / 2.185
AND/OR/NAND/NOR: 597 / 597 / 33.56
other: 0 / 3 / 0
adder cells (fa/ha/maj): 2 / 2 / 0.2496
[stage by stage]
stage | worst slack (ns) | cell area (sq um) | instances
6_report | 9.953 | 11030 | 1827
5_1_grt | 9.797 | 11020 | 1824
4_1_cts | 10.25 | 11010 | 1823
3_5_place_dp | 10.27 | 11010 | 1823
3_3_place_gp | 10.33 | 11010 | 1823
2_1_floorplan | 12.28 | 10020 | 1548
[final cells by class]
cell class	count	share of cell area, %
antenna	3	0.06807
inverter	18	0.6126
multi-input combinational	1298	81.24
tap	324	3.676
timing repair buffer	184	14.41
[path summary, 6_finish.rpt]
path | from | end | slack (ns) | cells after the start
worst max-delay path | shift[4] | out[23] | 9.95 | 21
worst min-delay path | in[49] | out[16] | 12.04 | 4
