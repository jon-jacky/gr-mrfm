**design.v**
```verilog
module acc24 (input clock, input reset, input clear, input enable_in, output reg enable_out,
	    input signed [46:0] addend, output reg signed [49:0] sum );
   always @(posedge clock)
     if(reset)
       sum <= #1 50'd0;
     else if(clear)
       sum <= #1 addend;  
     else if(enable_in)
       sum <= #1 sum + addend;
   always @(posedge clock)
     enable_out <= #1 enable_in;
endmodule  
```
**run.sh**
```bash
#!/bin/bash
# OpenROAD 26Q1-2900-gdf79404cd8, Yosys 0.63+post, stock flow scripts
make -C /OpenROAD-flow-scripts/flow DESIGN_CONFIG=/design/flow/config.mk WORK_HOME=/design/flow/orfs finish
```
**config.mk**
```make
export PLATFORM = sky130hd
export DESIGN_NAME = acc24
export DESIGN_NICKNAME = acc24
export VERILOG_FILES = /design/flow/design.v
export SDC_FILE = /design/flow/constraint.sdc
export NUM_CORES = 4
export LEC_CHECK = 1
export CORE_UTILIZATION = 30
```
**constraint.sdc**
```tcl
current_design acc24

set clk_period 15.7
set clk_io_pct 0.2

create_clock -name clk0 -period $clk_period [get_ports {clock}]

set non_clock_inputs [all_inputs -no_clocks]
set_input_delay [expr $clk_period * $clk_io_pct] -clock clk0 $non_clock_inputs
set_output_delay [expr $clk_period * $clk_io_pct] -clock clk0 [all_outputs]
```
==> results.txt <==
Flow results are below.

- The share of synthesized registers carrying an async set or reset is 0%, for reference.
- The initial antenna violation count is 0, for reference.
- The number of global-route vias before repair is 4795.
- Synthesis produced around 670 cells.
- Per the post-synthesis stats, the area per cell is between 7 and 8 um2.
- Looking at the clock tree report, the H-tree level count equals 2.
- The worst hold slack is about 0.57 ns, for reference.
- Among all cell types in the netlist, the one instantiated most often is a21oi_1.
- Counting along the longest clock path gives a buffer depth of 2.
- TritonCTS built the clock tree.
- The critical-path cell with the highest stage delay is clkdlybuf4s50_1, for reference.
- TritonRoute output was used to compute an average wire per cell of about 15 um.
- Per the detail_route report, inserted antenna diodes total 0.
- The class of the most critical setup path is in2reg, for reference.
- The register bit total from synthesis is around 51, for reference.
- The ratio of final minimum period to clock period is 39.1%, for reference.
- Adding up every negative setup slack in the final design gives 0 ns.
- Yosys mapped the design onto around 67 distinct sky130hd cell types.
- The clock network accounts for roughly a quarter of the total power.
- The chip area from the yosys synthesis statistics is about 5000 um2, for reference.
- By area the synthesized netlist is led by dfxtp_1, ha_1, a21oi_1.
- The final routed DRC violation total is 0, for reference.
- The maximum vdd ir drop is 0.0423 mV, for reference.
- The endpoint class of the critical path is a flop, for reference.
- Routability-driven placement finished with a final weighted congestion of a little under 0.9.
- The overall power of the completed layout is around 0.00050 W, for reference.
- The fmax is 163 MHz, for reference.
- The script extracted a net switching power of about 0.00018 W.
- The share of the core area taken by cells at floorplan is between 30 and 40%.
- STA puts the critical path data arrival time at roughly 6.3 ns.
- The number of routed nets with antenna violations is 0, for reference.
- Gates resized during post-CTS repair numbered 0.
- After synthesis, the design contains 669 cells according to Yosys.
- Setup repair after global routing left no endpoint under its margin.
- The floorplan step set the die width to between 100 and 150 um.
- For reference, the final report shows the hold violation count at 0.
- Per the OpenROAD floorplan log, the height of the die is around 130 um.
- After layout, the minimum clock period comes to 6.14 ns.
- The synthesis report names the predominant flop master as dfxtp_1.
- The aggregate global-route resource usage is 17.4%, for reference.
- The post-route netlist has about 4.6% of its cells at a drive strength greater than 1.
- The worst-skew pair later-pin latency is around 0.30 ns, for reference.
- The total number of warnings across the stage logs is 25, for reference.
- The TritonCTS sink count is about 51, for reference.
- Counting the warning lines in the Yosys log gives 1.
- For this design the ratio of total power to cell area is around 80 nW/um2.
- The internal power of the cells is approximately 0.00032 W, for reference.
- During placement, the flow inserted port buffers numbering about 100.
- The core region is around 17000 um2.
- The count of endpoints failing setup in the final report is 0, for reference.
- The type of the worst min-delay path is reg2reg, for reference.
- The root buffer cell chosen for the clock tree is clkbuf_16.
- Per report_power, the combinational group accounts for a little under half of the total.
- STA lists the maximum fanout along the critical path as 4.
- The normalized max-slew margin is between 50 and 60%, for reference.
- Sequential elements use approximately 20% of the synthesized area.
- Traced cell by cell, the critical path runs through clkdlybuf4s50_1 -> ha_1 -> fa_1 -> a21o_1 -> a221oi_2 -> o211ai_1 -> a21oi_1 -> o21ai_1 -> a31oi_1 -> o21bai_1 -> xor2_1 -> a221oi_1 -> nor2_1.
- The top-level I/O count is 102, for reference.
- Entering global routing, the biggest net connects between 50 and 60 pins.
- The final timing report lists a max-slew violation count of 0.
- STA classifies the critical path startpoint as an input port.
- Yosys mapped a number of flops with a built-in enable equal to 0.
- Detailed-route iteration 0 reported a violation count of 290.
- Before any placement, the netlist area is recorded as around 5100 um2.
- The clock skew after layout is between 0.003 and 0.004 ns, for reference.
- In this run the layout overhead on the synthesized area is reported as 24.7%.
- By count the netlist is led by a21oi_1, nor2_1, nand2_1, dfxtp_1, ha_1.
- The number of buffers inserted during clock tree synthesis is 5, for reference.
- The leakage power is around 2.6 nW, for reference.
- The data required time reported for the critical path is roughly 16 ns.
- The area of the die is ~17000 um2, for reference.
- The synthesized design devotes to its leading area cell type approximately a fifth of total area.
- The register clock-pin slew on the reported worst setup and hold paths is approximately 0.07 ns, for reference.
- The switching portion of total power comes to between 30% and 40%.
- The flow ran to the end, and the final reports show no timing, DRC or antenna violations.
- The row count is approximately 47, for reference.
- The actual slew at the worst max-slew pin is slightly above 0.7 ns, for reference.
- The power report attributes to the sequential group a share of a little under a third.
- Across the run, the number of max-cap violations was 0.
- The first global-routing pass estimated between 20000 and 25000 um of wire.
- The via count is 5064, for reference.
- The number of detailed-route iterations in the first pass is 5, for reference.
- Of all cell types, the one taking the most synthesized area is dfxtp_1.
- Per STA, the highest per-stage delay on the worst path measures 0.42 ns.
- The mean number of vias per cell is between 5 and 6, for reference.
- Global routing finished with a remaining overflow of 0.
- The half-perimeter wire length after detailed placement is around 11000 um, for reference.
- After clock tree synthesis, the flow added hold-fix buffers numbering 0.
- The number of post-CTS setup repair buffers is 0, for reference.
- Wires add up to 14700 um.
-- power groups by stage --
| stage | Combinational (W) | Sequential [W] | Clock, W |
|---|---|---|---|
| 4_1_cts | 0.000229 | 0.000152 | 0.000128 |
| 6_report | 0.000229 | 0.000152 | 0.000123 |
| 5_1_grt | 0.000256 | 0.000154 | 0.000133 |
-- worst max-delay path: cells and delay by family --
kind | cells | cell delay, ns
xor+xnor | 1 | 0.15
simple gates | 1 | 0.06
fa+ha+maj | 2 | 0.64
compound gates | 8 | 1.90
buf+inv | 1 | 0.42
-- per-stage QoR --
stage               instance area [um2]  utilization, %  cells  worst slack (ns)
finish                             6330            38.3    961              9.56
global route                       6330            38.3    961              9.35
CTS                                6330            38.3    961              9.56
detailed placement                 6170            37.3    953              9.25
global placement                   6170            37.3    953              9.28
floorplan                          5070               -    669             10.11
-- metal layers --
layer | global-route usage (%) | wire length [um] | vias up
met5 | 0 | 0 | -
met1 | 26.1 | 7370 | 2337
met3 | 2.47 | 658 | 11
met4 | 2.00 | 197 | 0
li1 | - | - | 2600
met2 | 27.4 | 6470 | 116
-- kinds of logic (layout without fill, tap and decap cells) --
kind of cell    count (synthesis)  in the layout  share of synthesized area (%)
mux                            16             16                           3.16
simple gates                  185            185                           17.2
buf+inv                        74            146                           6.44
flops                          51             51                           20.1
compound gates                249            249                           33.0
xor+xnor                       44             44                           7.60
fa+ha+maj                      50             50                           12.5
-- registers in the layout, indices dropped and copies added (netlist names) --
| signal | flops |
|---|---|
| sum | 50 |
| enable_out | 1 |
-- placed cells by master (no fill, tap or decap), types with 6 or more instances in the layout --
master,n
a21o_1,20
inv_1,33
xnor2_1,26
clkdlybuf4s50_1,98
ha_1,49
nand2_1,54
dfxtp_1,51
or3_1,8
a211oi_1,13
mux2i_1,16
xor2_1,18
nor3_1,9
o21bai_1,12
o31ai_1,7
o21ai_0,25
nand3_1,9
a21oi_1,97
nor2_1,67
a31oi_1,6
a221oi_1,16
nand4_1,13
-- layout make-up --
type / count / area, um2
fill: 1675 / 10200
clock buffer: 8 / 156
sequential: 51 / 1020
tap: 220 / 275
timing repair buffer: 105 / 1030
inverter: 33 / 124
multi-input combinational: 544 / 3720
-- worst paths after layout --
kind / start / to / slack, ns / cells after the start
max: addend[0] / sum[44] / 9.56 / 13
min: sum[37] / sum[37] / 0.57 / 2
max reg2reg: sum[0] / sum[44] / 12.52 / 12
min reg2reg: sum[37] / sum[37] / 0.57 / 2
No activity file was given, so power comes from the tool's default toggle rates.
